<file path="./run.sh">
#!/bin/bash
# OpenROAD 26Q1-2900-gdf79404cd8, Yosys 0.63+post, stock flow scripts
make -C /OpenROAD-flow-scripts/flow DESIGN_CONFIG=/design/flow/config.mk WORK_HOME=/design/flow/orfs finish
</file>
<file path="./config.mk">
export PLATFORM = sky130hd
export DESIGN_NAME = RAMfifo
export DESIGN_NICKNAME = RAMfifo
export VERILOG_FILES = /design/flow/design.v
export SDC_FILE = /design/flow/constraint.sdc
export NUM_CORES = 4
export LEC_CHECK = 1
export CORE_UTILIZATION = 50
</file>
<file path="./constraint.sdc">
current_design RAMfifo

set clk_period 14.1
set clk_io_pct 0.2

create_clock -name clk0 -period $clk_period [get_ports {clk}]

set non_clock_inputs [all_inputs -no_clocks]
set_input_delay [expr $clk_period * $clk_io_pct] -clock clk0 $non_clock_inputs
set_output_delay [expr $clk_period * $clk_io_pct] -clock clk0 [all_outputs]
</file>
<file path="./design.v">
module RAMfifo
	#(
	    parameter WIDTH = 8, 
	    parameter DEPTH = 9
	)
	(
	    input clk,
	    input res_n,
	    input shift_in,
	    input shift_out,
	    input[WIDTH-1:0] wdata,
	    output reg full,
	    output reg empty,
	    output reg[WIDTH-1:0] rdata
	);
	reg[WIDTH-1:0] buffer [0:2**DEPTH-1];
	reg[DEPTH-1:0] RD_addr;
	reg[DEPTH-1:0] WR_addr;
	reg empty_reg;
	wire[DEPTH-1:0] distance;
	assign distance = (WR_addr < RD_addr) ? WR_addr+(2**DEPTH-1)-RD_addr : WR_addr-RD_addr;   
	always @(posedge clk or negedge res_n) 
	begin
		if (res_n == 0) 
		begin
			WR_addr <= {DEPTH{1'b0}};
			RD_addr <= {DEPTH{1'b0}};
			empty_reg <= 1'b0;
			full <= 1'b0;
			empty <= 1'b1;	
		end
		else 
		begin
			if (shift_in == 1 && distance < (2**DEPTH-1)) 
			begin
				empty <= 1'b0;
				WR_addr <= WR_addr + 1;
				full <= 1'b0;
			end 
			if (shift_in ==1 && distance == (2**DEPTH-1))
			begin
				full <= 1'b1;
				empty <= 1'b0;
			end
			if ((shift_out == 1 && distance>=1 || shift_in == 1 && shift_out == 1))
			begin
				RD_addr <= RD_addr + 1;
				full <= 1'b0;
				empty <= 1'b0;
			end	
			if(shift_out == 1 && distance == 0 && shift_in == 0)
			begin
				empty_reg <= 1'b1;
				if(empty_reg == 1)
				begin
					empty <= 1'b1;
					empty_reg <= 1'b0;
				end
			end
		end
	end
	integer i;
	always @(posedge clk or negedge res_n)
	begin
		if(res_n == 0)
		begin
			for (i=0;i<2**DEPTH;i=i+1) 
			begin
				buffer[i] <= {WIDTH{1'b0}};
			end
		end
		else
		begin
			if(shift_in == 1 && full == 0)
			begin
				buffer[WR_addr] <= wdata;
			end
			if(shift_out == 1 && empty == 0) 
			begin
				rdata <= buffer[RD_addr];
			end
			if(shift_out == 1 && shift_in == 1 && distance == 0)  
			begin
				rdata <= wdata;			 
			end
		end
	end
endmodule
</file>
==> impl_metrics.ini <==
; physical design summary
[clock_tree]
htree_levels = 5
ctsRootBufferMaster = clkbuf_16
tritoncts.num_buffers = 440
clkSinkCount = 4125
postCtsSetupRepairBufs = 0
cts_resized = 0
cts_hold_repair.buffers = 0
number_of_buffers_between_clock_root_and_the_deepest_sink = 4

[global_routing]
grtUsageTotal_pct = 93.4
grt_overflow_total = 4062
first_global_vias = 213000
maximum_number_of_pins_on_one_net_before_global_route_repair = 122
grt_first_pass_wirelength_mm = 2230

[synth]
edf_count = 8
synthFlopType = dfrtp_1
ys_area_sq_um = 185000
top_cell_type_by_total_area_after_synthesis = dfrtp_1
synthesis.yosys.warnings = 2
synthMostInstantiatedCell = dfrtp_1
synthesis.instances = 16600
synth.cell_area_sq_um = 185000
mean_cell_area_of_the_mapped_netlist_sq_um = 11.2
ys_async_sr_fraction_pct = 99.8
top_cells_by_count = dfrtp_1, mux2_2, nand2_1, nand3_1, o21ai_0
synth_largest_type_area_fraction_pct = 55.5
number_of_library_cell_types_mapped_by_synthesis = 92
ys_seq_share_pct = 55.7
yosys-stat-cells = 16600
ys_ff = 4125
topCellsByArea = dfrtp_1, mux2_2, nand3_1, o21ai_0, nand2_1

[place]
placedInstanceArea_sq_um = 200000
post-place-ws_ns = 6.96
post-dp-hpwl_mm = 1090
gp_routability_congestion = 1.36
io_buffers = 21

[die]
x_dimension_of_the_die_microns = 611
initial_core_util_pct = 50.2
floorplan.rows = 223
num_io_pins = 22
die_height_microns = 611

[status]
stop_stage = 5_1_grt
flow.first_error = [ERROR GRT-0116] Global routing finished with congestion. Check the congestion regions in the DRC Viewer.
run_status = did not finish
kinds of logic after synthesis:
group	Yosys count	share of synthesized area [%]
XOR/XNOR	18	0.0850
AND-OR/OR-AND	3215	11.2
AND/OR/NAND/NOR	4803	12.5
multiplexers	2768	16.8
buffers and inverters	1644	3.61
flip-flops	4125	55.7
adder cells (fa/ha/maj)	24	0.170
layer usage:
metal  track usage (%)  overflow
met5              84.6       115
met1              93.5       659
met2              97.3      1394
met4              90.2      1001
met3              91.3       893
metrics by stage:
stage	hold WS, ns	instances
4_1_cts	0.477	22400
3_5_place_dp	0.464	21600
2_1_floorplan	0.442	16600
3_3_place_gp	0.454	21600
