## ./design.v

```verilog
module gearbox
(
    input clk_400MHz,
    input clk_320MHz,
    input res_n,
    input shift_in,
    input shift_out,
    input[15:0] data_in,
    output reg valid_out,
    output full,
    output reg[19:0] data_out
);
    reg[4:0] RD_addr;
    reg[4:0] WR_addr;
    reg[3:0] buffer [0:31];
    wire[5:0] distance;
    assign distance = (WR_addr < RD_addr) ? WR_addr+32-RD_addr : WR_addr-RD_addr;
    assign full = (distance >= 27) ? 1 : 0;  
    always @(posedge clk_400MHz,negedge res_n)
    begin
        if(res_n == 0)
        begin
            WR_addr <= 4'b0000;
        end
        else
        begin
            if(shift_in == 1 && full == 0)  
            begin
                WR_addr <= WR_addr + 4;  
            end
        end
    end
    always @(posedge clk_320MHz,negedge res_n)
    begin
        if(res_n == 0)
        begin
            valid_out <= 0;
            RD_addr <= 4'b0000;
            valid_out <= 0;
        end
        else 
        begin
            if(distance >= 5)  
            begin
                valid_out <= 1;
                if(shift_out == 1)
                begin
                    RD_addr <= RD_addr + 5;
                end
            end
            else
            begin
                valid_out <= 0;
            end    
        end    
    end
    always @(posedge clk_400MHz)
    begin
        if(shift_in == 1 && full == 0)  
        begin
            buffer[WR_addr] <= data_in[3:0];
            buffer[(WR_addr + 1) % 32] <= data_in[7:4];
            buffer[(WR_addr + 2) % 32] <= data_in[11:8];
            buffer[(WR_addr + 3) % 32] <= data_in[15:12];
        end
    end
    always @(posedge clk_320MHz)
    begin
        if(shift_out == 1 && distance >= 5)
        begin
            data_out[3:0] <= buffer[RD_addr];
            data_out[7:4] <= buffer[(RD_addr + 1) % 32];
            data_out[11:8] <= buffer[(RD_addr + 2) % 32];
            data_out[15:12] <= buffer[(RD_addr + 3) % 32];
            data_out[19:16] <= buffer[(RD_addr + 4) % 32];
        end
    end
endmodule
```

## ./run.sh

```bash
#!/bin/bash
# OpenROAD 26Q1-2900-gdf79404cd8, Yosys 0.63+post, stock flow scripts
make -C /OpenROAD-flow-scripts/flow DESIGN_CONFIG=/design/flow/config.mk WORK_HOME=/design/flow/orfs finish
```

## ./config.mk

```make
export PLATFORM = sky130hd
export DESIGN_NAME = gearbox
export DESIGN_NICKNAME = gearbox
export VERILOG_FILES = /design/flow/design.v
export SDC_FILE = /design/flow/constraint.sdc
export NUM_CORES = 4
export LEC_CHECK = 1
export CORE_UTILIZATION = 40
```

## ./constraint.sdc

```tcl
current_design gearbox

set clk_period 15.1
set clk_io_pct 0.2

create_clock -name clk0 -period $clk_period [get_ports {clk_320MHz}]
create_clock -name clk1 -period $clk_period [get_ports {clk_400MHz}]

set non_clock_inputs [all_inputs -no_clocks]
set_input_delay [expr $clk_period * $clk_io_pct] -clock clk0 $non_clock_inputs
set_output_delay [expr $clk_period * $clk_io_pct] -clock clk0 [all_outputs]
```

==> impl_table.tex <==
% Implementation results table
\begin{tabular}{lr}
\hline
Metric & Value \\
\hline
\multicolumn{2}{l}{\textbf{Critical path}} \\
\quad Critical path's largest stage delay & 0.79 ns \\
\quad CP Class & reg2out \\
\quad Type of element capturing the critical path & primary output \\
\quad Signal arrival time at the worst endpoint & 3.98 ns \\
\quad Required time of the critical path & 12.08 ns \\
\quad Startpoint Class & register \\
\quad List of cells traversed by the critical path & clkinv\_1, ha\_1, a211oi\_1, o22ai\_1, o21ai\_1, a21o\_1, clkdlybuf4s50\_1 \\
\quad Largest fanout on the critical path & 15 \\
\quad Critical-path top delay cell & sky130\_fd\_sc\_hd\_\_dfrtp\_1 \\
\multicolumn{2}{l}{\textbf{Global routing}} \\
\quad Overall track demand over capacity in global routing & 0.220 \\
\quad Wire length of the first global-routing pass & 35300 µm \\
\quad Initial antenna violation count & 0 \\
\quad Via count of the first global-routing pass & 5861 \\
\quad Largest net degree at the start of global routing & about 110 \\
\quad Sum of overflow across all layers after global routing & 0 \\
\multicolumn{2}{l}{\textbf{Yosys}} \\
\quad Count of cell types in the netlist & 43 \\
\quad Top cell type by total area after synthesis & sky130\_fd\_sc\_hd\_\_edfxtp\_1 \\
\quad Mean instance size in the synthesized netlist & 17.2 µm² \\
\quad Yosys synthesis warning count & 1 \\
\quad Post-synth area hogs & sky130\_fd\_sc\_hd\_\_edfxtp\_1, sky130\_fd\_sc\_hd\_\_mux4\_2, sky130\_fd\_sc\_hd\_\_mux2i\_1, sky130\_fd\_sc\_hd\_\_dfrtp\_1, sky130\_fd\_sc\_hd\_\_ha\_1 \\
\quad Synth Instances & 540 \\
\quad Top cells by instance count after synthesis & sky130\_fd\_sc\_hd\_\_edfxtp\_1, sky130\_fd\_sc\_hd\_\_mux4\_2, sky130\_fd\_sc\_hd\_\_mux2i\_1 \\
\quad Seq/Total Area, Yosys & 0.503 \\
\quad Most common cell in the netlist & sky130\_fd\_sc\_hd\_\_edfxtp\_1 \\
\quad Primary flip-flop cell chosen by synthesis mapping & sky130\_fd\_sc\_hd\_\_edfxtp\_1 \\
\quad Number of synthesized flops with an enable pin & 148 \\
\quad Top-area cell share & 0.478 \\
\quad Post-synth area from yosys stat & 9290 µm² \\
\quad Register bit count reported by yosys & approximately 160 \\
\quad Yosys Instances & approximately 540 \\
\quad Post-Synthesis Cell Area & 9290 µm² \\
\quad Share of async-settable or async-resettable flops after synthesis & 0.0573 \\
\multicolumn{2}{l}{\textbf{STA}} \\
\quad Unrepaired setup endpoints after global routing & false \\
\quad Worst clock skew & 0.00760 ns \\
\quad Final max-slew violation count & 0 \\
\quad Final setup violation count & 0 \\
\quad Transition at the pin with the smallest max-transition slack & 0.789 ns \\
\quad Final setup margin & 8.10 ns \\
\quad Relative slew slack & 0.470 \\
\quad Total negative slack for setup checks & 0 ns \\
\quad Fin. Hold Viols & 0 \\
\multicolumn{2}{l}{\textbf{Drt}} \\
\quad Antenna Diode Count & 0 \\
\quad Number of detailed-route iterations in the first pass & 5 \\
\quad Overall routed net length & approximately 23000 µm \\
\quad Routed wire length per instance & 26.1 µm \\
\quad Post-DRT Antenna Nets & 0 \\
\quad Total via count in the routed design & 5485 \\
\quad Count of routing violations after the opening detailed-route iteration & 369 \\
\quad Via/cell ratio & 6.20 \\
\quad Post-route DRC & 0 \\
\multicolumn{2}{l}{\textbf{Final layout}} \\
\quad Count of fill cells added during filler insertion & $\sim$1900 \\
\quad Non-filler cells in the finished layout & about 890 \\
\quad Ratio of cells with drive above 1 in the final layout & 0.320 \\
\quad Syn-to-layout area delta & 15.5\% \\
\quad Register cell area after layout & 4670 µm² \\
\quad Post-Layout Inst Area & around 11000 µm² \\
\quad Combinational Area & 4380 µm² \\
\multicolumn{2}{l}{\textbf{Power and ir drop}} \\
\quad Largest voltage drop on the vdd net & 0.159 mV \\
\quad PD cells & 272 nW/µm² \\
\quad Overall Power & 2.92 mW \\
\quad Leakage power & approximately 3.7 nW \\
\multicolumn{2}{l}{\textbf{Floorplanning}} \\
\quad I/O pins & 43 \\
\quad Row cnt & 55 \\
\quad Die Y-Extent & 154 µm \\
\quad Die area & $\sim$24000 µm² \\
\quad Die span in x & between 150 and 200 µm \\
\quad Placeable core region & 22700 µm² \\
\quad Core utilization before placement & 0.409 \\
\multicolumn{2}{l}{\textbf{Placed design}} \\
\quad Placed cell count & 849 \\
\quad Post-Place Worst Slack & 8.47 ns \\
\quad Tally of buffers added on design ports & roughly 41 \\
\quad HPWL after DPL & 15700 µm \\
\quad Placed instance area & 10000 µm² \\
\quad Weighted congestion reported at the end of routability-driven placement & 0.874 \\
\multicolumn{2}{l}{\textbf{Min path}} \\
\quad Min-delay worst type & reg2reg \\
\multicolumn{2}{l}{\textbf{Job}} \\
\quad Maximum Capacitance Violations & 0 \\
\quad Count of tool warnings & 34 \\
\multicolumn{2}{l}{\textbf{Run status}} \\
\quad Result of the run & complete, no violations \\
\multicolumn{2}{l}{\textbf{CTS}} \\
\quad Post-CTS setup buffer count & 0 \\
\quad Post-cts resize count & 0 \\
\quad Clock tree from TritonCTS & yes \\
\quad Clock tree sinks & about 160 \\
\quad Hold Buf Count CTS & 0 \\
\quad Clock transition at the registers of the reported paths & 0.07 ns \\
\hline
\end{tabular}
## final timing paths
kind	start	end	slack [ns]	cells after the start
worst max-delay path	RD_addr[2]$_DFFE_PN0P_	full	8.10	7
worst min-delay path	WR_addr[2]$_DFFE_PN0P_	WR_addr[2]$_DFFE_PN0P_	0.74	1
worst max register to register	RD_addr[2]$_DFFE_PN0P_	data_out[12]$_DFFE_PP_	11.02	8
worst min register to register	WR_addr[2]$_DFFE_PN0P_	WR_addr[2]$_DFFE_PN0P_	0.74	1
max in group clk1	shift_in	buffer[22][3]$_DFFE_PP_	10.87	4
max in group asynchronous	res_n	RD_addr[0]$_DFFE_PN0P_	11.67	1
min in group clk0	RD_addr[4]$_DFFE_PN0P_	RD_addr[4]$_DFFE_PN0P_	0.79	2
min in group asynchronous	res_n	WR_addr[2]$_DFFE_PN0P_	2.93	1
## power by group
part           switching [mW]  internal, mW
clock                   0.193         0.297
sequential             0.0981         0.629
combinational           0.833         0.869
total                    1.12          1.80
## flip-flops by register name (all words and copies together), names as in the netlist
name       count
valid_out      1
data_out      20
buffer       128
WR_addr        3
RD_addr        5
## per-stage QoR
stage	hold WS, ns	utilization
2_1_floorplan	0.628	-
3_3_place_gp	0.698	0.442
3_5_place_dp	0.726	0.442
4_1_cts	0.737	0.472
5_1_grt	0.788	0.472
6_report	0.742	0.472
## final cells by class
class	instances	share of cell area
inverter	10	0.00350
timing repair buffer	63	0.0548
clock buffer	20	0.0467
multi-input combinational	334	0.409
clock inverter	16	0.0174
sequential	157	0.436
tap	285	0.0332
## worst max-delay path: cells and delay by family (launching register included)
kind / cells / cell delay (ns)
buffers and inverters: 2 / 1.13
flip-flops: 1 / 0.79
AND-OR/OR-AND: 4 / 1.25
adder cells (fa/ha/maj): 1 / 0.53
## cell families (layout without fill, tap and decap cells)
group,after synthesis,after routing,synth area share
AND/OR/NAND/NOR,75,75,0.0366
adder cells (fa/ha/maj),13,13,0.0175
flip-flops,157,157,0.503
XOR/XNOR,17,17,0.0185
buffers and inverters,49,109,0.0302
AND-OR/OR-AND,35,35,0.0280
multiplexers,194,194,0.367
## cells in the final DEF (no fill, tap or decap), types with 6 or more instances in the layout
cell / count
sky130_fd_sc_hd__clkbuf_16: 20
sky130_fd_sc_hd__a21oi_1: 6
sky130_fd_sc_hd__edfxtp_1: 148
sky130_fd_sc_hd__nand2_1: 34
sky130_fd_sc_hd__inv_1: 9
sky130_fd_sc_hd__ha_1: 13
sky130_fd_sc_hd__buf_4: 21
sky130_fd_sc_hd__dfrtp_1: 7
sky130_fd_sc_hd__clkdlybuf4s50_1: 41
sky130_fd_sc_hd__mux4_2: 115
sky130_fd_sc_hd__mux2i_1: 72
sky130_fd_sc_hd__nor2_1: 15
sky130_fd_sc_hd__xnor2_1: 11
sky130_fd_sc_hd__a211oi_1: 6
## layer usage
layer  routed length (µm)  global-route usage  vias up
met4                  672              0.0500        0
li1                     -                   -     2368
met2                10900               0.326      312
met5                    0                   0        -
met3                 2800               0.122       34
met1                 8770               0.301     2771
Power and IR drop assume default switching activity.
