<file path="/design/flow/constraint.sdc">
current_design regb_fifo

set clk_period 2.7
set clk_io_pct 0.2

create_clock -name clk0 -period $clk_period [get_ports {clk}]

set non_clock_inputs [all_inputs -no_clocks]
set_input_delay [expr $clk_period * $clk_io_pct] -clock clk0 $non_clock_inputs
set_output_delay [expr $clk_period * $clk_io_pct] -clock clk0 [all_outputs]
</file>
<file path="/design/flow/design.v">
module regb_fifo #(parameter N=5, parameter WIDTH=8)
(input wire clk,
input wire res_n,
input wire[WIDTH-1:0] wdata,
input wire shift_in,
input wire shift_out,
output wire[WIDTH-1:0] rdata,
output wire empty,
output wire full);
wire [WIDTH-1:0] unit_out[N:0], unit_so[N:0];
wire [N:0] unit_empty_n_reg_out, unit_empty_n_reg_before_in, unit_empty_n_reg_next_in;
generate
  genvar i;
  for(i=0; i<N; i=i+1)
    begin: fifo
      regb_fifo_unit #(.WIDTH(WIDTH)) regb_fifo_unit_I(.clk(clk), .res_n(res_n),
		.si(wdata), .so(unit_so[i]), .shift_out(shift_out),
		.empty_n_reg_next(unit_empty_n_reg_next_in[i]),
      .empty_n_reg_before(unit_empty_n_reg_before_in[i]),
		.shift_in(shift_in), .out(unit_out[i]),
      .out_empty_n_reg(unit_empty_n_reg_out[i]));
      assign unit_so[i+1] = unit_out[i];
      assign unit_empty_n_reg_before_in[i+1] = unit_empty_n_reg_out[i];
      assign unit_empty_n_reg_next_in[i] = unit_empty_n_reg_out[i+1];
    end
  assign unit_so[0] = {WIDTH{1'b0}};
  assign rdata = unit_out[N-1];
  assign unit_empty_n_reg_before_in[0] = 1'b0;
  assign empty = ~unit_empty_n_reg_out[N-1];
  assign unit_empty_n_reg_next_in[N-1] = 1'b1;
  assign full = unit_empty_n_reg_out[0];
endgenerate
endmodule 
module regb_fifo_unit
#(
    parameter WIDTH = 8
)
(
    input clk,
    input res_n,
    input[WIDTH-1:0] si,
    input[WIDTH-1:0] so,
    input shift_out,
    input empty_n_reg_next,
    input empty_n_reg_before,
    input shift_in,
    output reg[WIDTH-1:0] out,
    output reg out_empty_n_reg
);
	wire empty, enable;
	reg [1:0] select;
	assign empty = empty_n_reg_before | (~shift_out & empty_n_reg_next);
	assign enable = (empty_n_reg_before | ~empty_n_reg_next | shift_in | shift_out) &
	(empty_n_reg_before | ~empty_n_reg_next | ~shift_in | ~shift_out);
    always @(posedge clk, negedge res_n)
    begin
        if(res_n == 0)
		  begin
		      out_empty_n_reg <= 0;
		  end
		  else
		  begin
		     if(enable == 1)
			  begin
			      out_empty_n_reg <= empty;
			  end
		  end
    end
	 always @(*)
	 begin
	     case({shift_in,shift_out})
            2'b00: select <= 2'b00;
				2'b01: select <= 2'b01;
				2'b10:
				begin
					 if(out_empty_n_reg == 1)
					 begin
					     select <= 2'b00;	  
					 end
					 else
					 begin
					     select <= 2'b10;
					 end
		      end
				2'b11:
				begin
				    if(empty_n_reg_before == 1)
					 begin
					     select <= 2'b01;
					 end
					 else
					 begin
					     select <= 2'b10;
				    end
			   end
		  endcase
    end
    always @(posedge clk, negedge res_n)    
    begin
        if(res_n == 0)
        begin
            out <=  {WIDTH{1'b0}};
        end
        else
        begin
            case (select)
                0: out <= out; 
                1: out <= so;
                2: out <= si;
                default: out <= out;
            endcase
        end    
    end
endmodule
</file>
<file path="/design/flow/config.mk">
export PLATFORM = sky130hd
export DESIGN_NAME = regb_fifo
export DESIGN_NICKNAME = regb_fifo
export VERILOG_FILES = /design/flow/design.v
export SDC_FILE = /design/flow/constraint.sdc
export NUM_CORES = 4
export LEC_CHECK = 1
export CORE_UTILIZATION = 40
</file>
<file path="/design/flow/run.sh">
#!/bin/bash
# OpenROAD 26Q1-2900-gdf79404cd8, Yosys 0.63+post, stock flow scripts
make -C /OpenROAD-flow-scripts/flow DESIGN_CONFIG=/design/flow/config.mk WORK_HOME=/design/flow/orfs finish
</file>
==> run notes <==
Physical implementation.

- Counting pins that exceed their max-slew limit in the final report gives 0.
- The final number of setup-violating endpoints is 0.
- Per the slew report, the remaining headroom to the max-slew limit stands at 0.538.
- The sequential share of power is 0.506.
- The minimum setup slack in the final design is 506 ps.
- The cell at the slowest stage of the critical path is sky130_fd_sc_hd__clkdlybuf4s50_1.
- The share of layout cells above drive strength 1 is 0.0776.
- The via count of the first global-routing pass came to 1,246.
- The depth of the most critical reg-to-reg path is 5.
- Prior to clock tree synthesis, the placed netlist has a worst setup slack of 176 ps.
- After routing, the total negative slack on setup checks comes to 0 ps.
- The synthesis-to-layout area growth is 19.4%.
- The floorplan step set the die height to 74.2 um.
- The share of total power dissipated in combinational logic is 0.245.
- The source-to-sink clock delay at the later pin of the worst-skew pair is 290 ps.
- The number of rows in the core area is 25.
- The register with the most flip-flops in the layout has 40 of them.
- The total track usage is 0.150.
- The final critical path time including I/O delays and setup is 2190 ps.
- The number of standard cells reported by yosys is 194.
- The leakage component of the power was reported as 1.05 nW.
- The initial antenna violation count is 0.
- The post-detailed-routing wire length is 3570 um.
- Yosys mapped a number of flops with a built-in enable equal to 0.
- The count of cells resized by post-cts repair is 0.
- The fraction of the core area occupied by cells at floorplan is 0.427.
- The signal on the critical path passes through clkdlybuf4s50_1 -> buf_4 -> a211oi_1 -> ha_1 -> mux2i_1 -> o21ai_0.
- The remaining design rule violation count is 0.
- The cell area after synthesis is 2080 um2.
- TritonCTS built the clock tree.
- The aggregate global routing overflow is 0.
- In this run the remaining antenna-violating nets after routing total 0.
- The power density of the placed cells is 823 nW/um2.
- The total number of clock tree sinks is 45.
- The clock tree buffer depth is 2.
- The commonest cells after synthesis are 45 x sky130_fd_sc_hd__dfrtp_1, 37 x sky130_fd_sc_hd__o21ai_0, 33 x sky130_fd_sc_hd__nand2_1.
- Warnings raised by the tools during the run amount to 25.
- The average wire per standard cell is 12.5 um.
- Per the post-synthesis stats, the area per cell is 10.7 um2.
- The number of buffers and inverters on the critical path is 2.
- The number of port buffers is 21.
- The data arrival time of the critical path is 2360 ps.
- On the critical path the largest part of the delay comes from buffers and inverters.
- The sequential fraction of the synthesis area is 0.540.
- Of the post-synthesis cell area, the dominant cell type holds 0.540.
- Per the synthesis report, the dominant area consumer among library cells is sky130_fd_sc_hd__dfrtp_1.
- Internal power comes to 1.50 mW.
- For flop-to-flop paths, the worst setup slack is 950 ps.
- The cell sitting at the root of the clock tree is a sky130_fd_sc_hd__clkbuf_8.
- The main area contributors are sky130_fd_sc_hd__dfrtp_1 54%, sky130_fd_sc_hd__mux2i_1 15%, sky130_fd_sc_hd__o21ai_0 8.9%.
- The synthesis report lists the Yosys warning total as 2.
- The most numerous cell in the Yosys netlist is sky130_fd_sc_hd__dfrtp_1.
- Of the available clock period, the critical path in the final layout requires 0.812.
- By startpoint and endpoint, the worst setup path is classified as primary input to flop.
- In the synthesized netlist the dominant register cell turns out to be sky130_fd_sc_hd__dfrtp_1.
- Of the total power, the share spent switching nets is 0.270.
- The width of the die is 74.2 um.
- After legalization and detailed placement, the total HPWL measured 2620 um.
- For this run, the script counts the antenna cells in the layout as 0.
- STA reports the tightest min-delay check as being of type primary input to asynchronous set/reset pin.
- IR analysis of the VDD net gives a maximum drop of 0.439 mV.
- The total number of vias is 1,438.
- The total die size is 5500 um2.
- The worst setup path is launched from a primary input.
- The pin closest to its max-slew limit shows a slew of 693 ps.
- The synthesized instance count is 194.
- Across the routed clock network, the largest skew measured is 4.52 ps.
- The area of the synthesized netlist per yosys stat is 2080 um2.
- STA classifies the critical path endpoint as a flop.
- The number of logic stages on the critical path including buffering is 6.
- In this run the post-CTS setup repair buffer count came out at 0.
- The post-synth register bit count is 45.
- The clock slew at the register clock pins of the worst setup and hold paths is 70 ps.
- Per the synth stats, the proportion of register bits with asynchronous set or reset is 1.00.
- Looking at the critical path, the highest net fanout was 10.
- After its last routability iteration, the placer logged a weighted congestion of 0.788.
- Per the CTS log, the maximum H-tree level is 2.
- In the routed layout, each cell is associated on average with a via count of 5.03.
- The first global-routing pass estimated 6140 um of wire.
- Derived from the worst setup path, the maximum achievable clock frequency is 456 MHz.
- The power share of the clock group is 0.250.
- The number of buffers added to fix hold violations after cts is 0.
- Among all stages on the critical path, the maximum delay recorded is 560 ps.
- The first-pass detailed-route iteration total is 4.
- The total I/O pin count is 22.
- In this run the maximum-capacitance check reported violations numbering 0.
- The power report puts the net switching power at 0.553 mW.
- The flow ran to the end, and the final reports show no timing, DRC or antenna violations.
- Setup repair after global routing left no endpoint under its margin.
- At the worst endpoint, the required time is 2860 ps.
- Entering global routing, the biggest net connects 33 pins.
- For this block, the initial DRC count from the detailed router was 66.
- The total core area is 4880 um2.
- The tally of unique sky130hd cells used after synthesis is 22.
- For reference, the final report shows the hold violation count at 0.
- The number of buffers created by CTS is 5.
[final cells by class]
class                      instances  area, um2
timing repair buffer              27        250
fill                             457       2390
multi-input combinational        135        898
inverter                           4       15.0
clock buffer                       7       86.3
sequential                        45       1130
clock inverter                     1       30.0
tap                               67       83.8
[stage by stage]
step	total power, mW	utilization	std cells	hold slack, ps	cell area (um2)
after global routing	2.21	0.510	286	341	2490
after global placement	1.53	0.486	278	460	2370
after detailed placement	1.56	0.486	278	469	2370
final	2.05	0.510	286	286	2490
after floorplan	1.33	-	194	244	2080
after CTS	2.07	0.510	286	307	2490
[cell families (layout without fill, tap and decap cells)]
family,Yosys count,after routing,synth area share
AND-OR/OR-AND,56,56,0.163
adder cells (fa/ha/maj),5,5,0.0288
buffers and inverters,14,39,0.0288
flip-flops,45,45,0.540
multiplexers,32,32,0.154
AND/OR/NAND/NOR,42,42,0.0852
[per-layer routing]
layer  vias to the layer above  global-route usage  wire, um
li1                        729                   -         -
met5                         -                   0         0
met4                         0              0.0214        57
met1                       680               0.268      1940
met2                        23               0.194      1430
met3                         6              0.0398       142
[layout by cell type, fill, tap and decap left out]
master                            netlist  routed
sky130_fd_sc_hd__clkdlybuf4s50_1        0      20
sky130_fd_sc_hd__maj3_1                 1       1
sky130_fd_sc_hd__mux2i_1               32      32
sky130_fd_sc_hd__bufinv_16              0       1
sky130_fd_sc_hd__o21bai_1               1       1
sky130_fd_sc_hd__nand2b_1               2       2
sky130_fd_sc_hd__inv_2                  1       1
sky130_fd_sc_hd__nor2b_1                3       3
sky130_fd_sc_hd__a21o_1                 2       2
sky130_fd_sc_hd__dfrtp_1               45      45
sky130_fd_sc_hd__a22o_1                 8       8
sky130_fd_sc_hd__o211ai_1               1       1
sky130_fd_sc_hd__clkbuf_1               4       1
sky130_fd_sc_hd__buf_2                  6       1
sky130_fd_sc_hd__clkbuf_8               0       6
sky130_fd_sc_hd__inv_1                  3       3
sky130_fd_sc_hd__a21oi_2                2       2
sky130_fd_sc_hd__a211oi_1               3       3
sky130_fd_sc_hd__nand3_1                2       2
sky130_fd_sc_hd__and2_1                 2       2
sky130_fd_sc_hd__buf_4                  0       6
sky130_fd_sc_hd__o211a_1                1       1
sky130_fd_sc_hd__a21oi_1                1       1
sky130_fd_sc_hd__nand2_1               33      33
sky130_fd_sc_hd__o21ai_0               37      37
sky130_fd_sc_hd__ha_1                   4       4
[final timing paths]
check | start | to
hold / removal | res_n | fifo[4].regb_fifo_unit_I.out[6]
hold reg to reg | fifo[3].regb_fifo_unit_I.out[5] | fifo[3].regb_fifo_unit_I.out[5]
max in group asynchronous | res_n | fifo[3].regb_fifo_unit_I.out[6]
setup reg to reg | fifo[3].regb_fifo_unit_I.out_empty_n_reg | fifo[3].regb_fifo_unit_I.out[4]
min in group clk0 | fifo[3].regb_fifo_unit_I.out[5] | fifo[3].regb_fifo_unit_I.out[5]
setup / recovery | shift_out | fifo[3].regb_fifo_unit_I.out[4]
[worst reg2reg max path: stages, from the launching register on]
cell and delay [ps]:
sky130_fd_sc_hd__dfrtp_1 430, sky130_fd_sc_hd__nor2b_1 150, sky130_fd_sc_hd__a211oi_1 230, sky130_fd_sc_hd__ha_1 480, sky130_fd_sc_hd__mux2i_1 240, sky130_fd_sc_hd__o21ai_0 90
[power groups by stage]
stage         Clock (mW)  Sequential, mW  Combinational [mW]
CTS                0.525            1.04               0.510
global route       0.554            1.07               0.580
finish             0.511            1.04               0.501
No activity file was given, so power comes from the tool's default toggle rates.
